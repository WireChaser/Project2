<file path="flow/config.mk">
export PLATFORM = sky130hd
export DESIGN_NAME = FIFO
export DESIGN_NICKNAME = FIFO
export VERILOG_FILES = /design/flow/design.v
export SDC_FILE = /design/flow/constraint.sdc
export NUM_CORES = 4
export LEC_CHECK = 1
export CORE_UTILIZATION = 50
</file>
<file path="flow/constraint.sdc">
current_design FIFO

set clk_period 5.1
set clk_io_pct 0.2

create_clock -name clk0 -period $clk_period [get_ports {clock}]

set non_clock_inputs [all_inputs -no_clocks]
set_input_delay [expr $clk_period * $clk_io_pct] -clock clk0 $non_clock_inputs
set_output_delay [expr $clk_period * $clk_io_pct] -clock clk0 [all_outputs]
</file>
<file path="flow/design.v">
module FIFO #(parameter WIDTH = 32) ( 
  input wire clock, reset_n,          
  input wire [WIDTH-1:0] data_in,       
  input wire we,                        
  input wire re,                        
  output logic full,                    
  output logic empty,                   
  output logic [WIDTH-1:0] data_out);   
  logic [3:0][WIDTH-1:0] queue;
  logic [1:0] w_ptr, r_ptr;
  logic [2:0] count;
  logic valid_re, valid_we, hazard;
  assign valid_re = re && !empty;
  assign valid_we = we && !full;
  assign hazard = re && we && (count > 0);
  assign full = (count == 3'd4 && !re);
  assign empty = (count == 3'd0);
	always_ff @(posedge clock or negedge reset_n) begin
		if (!reset_n) begin
			count <= 0; 
			w_ptr <= 0; 
			r_ptr <= 0; 
			queue <= 0;
		end else if (hazard) begin 
         queue[w_ptr] <= data_in;
         count <= count;
         w_ptr <= w_ptr + 2'd1;
         r_ptr <= r_ptr + 2'd1;
		end else if (valid_we) begin
        queue[w_ptr] <= data_in;
        count <= count + 2'd1;
        w_ptr <= w_ptr + 2'd1;
      end else if (valid_re) begin
        count <= count - 2'd1;
        r_ptr <= r_ptr + 2'd1;
      end
  end  
  assign data_out = queue[r_ptr];
endmodule
</file>
<file path="flow/run.sh">
#!/bin/bash
# OpenROAD 26Q1-2900-gdf79404cd8, Yosys 0.63+post, stock flow scripts
make -C /OpenROAD-flow-scripts/flow DESIGN_CONFIG=/design/flow/config.mk WORK_HOME=/design/flow/orfs finish
</file>
==> run notes <==
flow finished, numbers: Power Density=688.0 nW/um2, max capacitance violation total=0, CTS tree=built, Multi-input gate area=2362 um2, post-CTS setup repair buffer count=0, period utilization=77.14%, post-synth top area cell=dfrtp_1, Simple-Gate Fraction of Synth Area=4.431%, DP HPWL=7.484 mm, EDFF count, synth=0, most common library cells after synthesis=dfrtp_1 (135), a22o_1 (96), nand2_1 (37), clock buffer depth=2, adder share=1.159%, fmax=254.2 MHz, P_leak=3.288 nW, Max-area cell share=55.90%, Crit. End Element=output port, fin. max-slew vios=0, antenna cell count=0, Hold WC Path Type=reg -> reg, global-route wire length before repair=23.23 mm, syn avg cell area=13.73 um2, final-report setup violation count=0, Yosys Chip Area=6043 um2, Synth top cell by count=dfrtp_1, vias per cell=6.035, All-Layer GR Usage=25.58%, initial antenna violation count=0, Worst-Margin Slew=766.6 ps, Worst R2R Path Depth=4, worst hold margin=493.5 ps, setup_tns=0 ps, cell count after synthesis=440, H-tree Lvls=4, DIE HEIGHT=111.9 um, FFs w/ async S/R, synth=100.0%, crit path time final=3934 ps, status=finished clean, Post-Syn Area=6043 um2, Skew-Pair Late Insertion Delay=410 ps, post-route ant nets=0, Registers, synthesis=135, Post-CTS Hold Buffers=0, Initial DRT Pass Iterations=15, XOR/XNOR Area Share=0.7246%, Top logic family=multiplexers, Die Span X=111.9 um, GP Congestion=0.7605, Core ar.=11610 um2, slew margin rel.=48.89%, synth unique cells=30, share of cells above drive strength 1=16.12%, clk_skew=5.384 ps, # resized after CTS=0, total CTS buffers=17, via count=3971, Worst Hold Depth=1, drt wl/cell=21.17 um, vias in the first global route=4294, total grt overflow=0, Warnings, synthesis=1, sequential-to-total area share from yosys stat=55.90%, Mux area share=17.41%, largest net degree at the start of global routing=86, Port Buf Inserts=69, cell count listed in synth_stat.txt=440, register area=3379 um2, clock slew at reported path FFs=50 ps, area fraction in compound gates=14.89%, Total Wirelength=13.93 mm, fill cell count=897, largest cells by area after synthesis=dfrtp_1 (56%), a22o_1 (14%), mux4_2 (12%), Final Hold Vio Count=0, # DRC=0, crit path DAT=2910 ps, Clock Sink Count=135, OpenROAD warning count=29, chip area=12530 um2, Layout area overhead=22.30%, Synth Flop Type=dfrtp_1, crit-path max FO=10, clk root buf=clkbuf_16, initial DRC count=253, fp_density=52.04%, Max VDD drop=0.0004577 V, I/O Pins=70, RSZ-0062 raised after global routing=false, FP Rows=39, Req. time, crit path=4080 ps, CP Launch Type=input port, WS Path Type=in -> out
-- metal layers --
| layer | GRT usage, % | vias to the layer above | share of wire [%] |
|---|---|---|---|
| met3 | 10.69 | 9 | 9.0 |
| met5 | 0 | - | 0 |
| met4 | 2.756 | 0 | 0.76 |
| met2 | 36.15 | 166 | 46 |
| met1 | 41.50 | 2028 | 44 |
| li1 | - | 1768 | - |
-- final cells by class --
| cell class | instances | share of cell area [%] |
|---|---|---|
| flip-flops and latches | 135 | 45.73 |
| multi-input cells | 234 | 31.96 |
| repair buffers | 79 | 10.38 |
| clock buffers | 24 | 6.789 |
| well taps | 143 | 2.421 |
| inverters | 35 | 1.778 |
| clock inverters | 8 | 0.9480 |
-- sequential cells by signal, summed over array words and instances, names as in the netlist --
register / cells
count: 3
queue: 128
r_ptr: 2
w_ptr: 2
-- worst max-delay path: stages --
cell and delay (ps):
clkdlybuf4s50_1 570, or4b_1 650, inv_2 190, clkdlybuf4s50_1 480
-- where the power goes --
group | switching, mW | internal [mW]
logic | 0.815 | 1.21
clock network | 0.433 | 0.730
registers | 0.342 | 1.55
-- cells in the final DEF, fill, tap and decap left out, types with 4 or more instances in the layout --
cell and instances:
a22o_1 96, buf_4 10, clkbuf_16 17, clkbuf_8 5
clkdlybuf4s50_1 68, clkinv_2 5, dfrtp_1 134, ha_1 4
inv_1 34, mux2i_1 32, mux4_2 32, nand2_1 37
nand3_1 5, xnor2_1 4
-- final timing paths --
| kind | start | slack, ps | endpoint |
|---|---|---|---|
| max | re | 1170 | full |
| min | queue[43]$_DFFE_PN0P_ | 490 | queue[43]$_DFFE_PN0P_ |
| max reg2reg | count[0]$_DFFE_PN0P_ | 2850 | queue[100]$_DFFE_PN0P_ |
| min reg2reg | queue[43]$_DFFE_PN0P_ | 490 | queue[43]$_DFFE_PN0P_ |
| max in group asynchronous | reset_n | 3270 | r_ptr[0]$_DFFE_PN0P_ |
| min in group asynchronous | reset_n | 630 | queue[91]$_DFFE_PN0P_ |
-- stage by stage --
stage                     instances  setup WS, ps  instance area, um2  power (mW)  util (%)
after CTS                       658          1166                7391       5.139     63.64
after global routing            658          1103                7391       5.432     63.64
after detailed placement        626          1182                6819       3.931     58.72
final                           658          1166                7391       5.085     63.64
after floorplan                 440          2272                6043       3.085         -
after global placement          626          1198                6819       3.889     58.72
-- kinds of logic after synthesis --
kind of cell / Yosys count
flops: 135
xor+xnor: 5
buf+inv: 71
compound gates: 104
mux: 65
fa+ha+maj: 5
simple gates: 55
Power figures rest on the tool's default switching activity, not on a simulated workload.
